[/design/flow/design.v]
package phy_design_params_pkg;
    localparam DATA_WIDTH = 8;
    localparam OVERSAMPLE_RATE = 16;  
    localparam SAMPLE_POINT = 6;
    typedef enum logic [2:0] {IDLE, START, DATA, STOP} state_e;
endpackage
import phy_design_params_pkg::*;
module rx_phy_fsm(
    input sys_clk,
    input rst_n,
    input baud_rate_oversample,  
    input logic rx_line,
    output logic rx_done,
    output logic [7:0] data_recived
);
logic [3:0] cnt2;  
logic [3:0] data_counter;
logic [phy_design_params_pkg::DATA_WIDTH-1:0] shift_reg;
logic rx_busy;
logic Q1,Q2,Q3;
always_ff @(posedge sys_clk or negedge rst_n) begin
    if (!rst_n) begin
        Q1 <= 0;
        Q2 <= 0;
        Q3 <= 0; 
    end else if (baud_rate_oversample) begin
        Q1 <= rx_line;
        Q2 <= Q1;
        Q3 <= Q2;
    end
end
phy_design_params_pkg::state_e current_state, next_state;
always_ff @(posedge sys_clk or negedge rst_n) begin
    if(!rst_n) current_state <= phy_design_params_pkg::IDLE;
    else if(baud_rate_oversample) current_state <= next_state;
end
always_ff @(posedge sys_clk or negedge rst_n) begin
    if(!rst_n) begin
        data_counter <= 'd0;
        cnt2 <= 'd0;
        rx_busy <= 1'b0;
        rx_done <= 1'b0;
        shift_reg <= 'd0;
        data_recived <= 'd0;
    end else if(baud_rate_oversample) begin
        case(next_state)
            phy_design_params_pkg::IDLE: begin
                rx_busy <= 1'b0;
                data_counter <= 'd0;
                rx_done <= 1'b0;  
            end
            phy_design_params_pkg::START: 
            begin
                cnt2 <= (cnt2 == 15) ? 'd0 : (cnt2 + 1);  
            end
            phy_design_params_pkg::DATA: 
                begin
                    rx_busy <= 1'b1;
                    data_counter <= (cnt2 != SAMPLE_POINT) ? data_counter : (data_counter + 1);  
                    cnt2 <= (cnt2 == 15) ? 'd0 : (cnt2 + 1); 
                    if (cnt2 == SAMPLE_POINT) begin
                       shift_reg[data_counter] <= rx_line;  
                    end
                end
            phy_design_params_pkg::STOP: 
                begin
                    cnt2 <= (cnt2 == 15) ? 'd0 : (cnt2 + 1);
                    rx_done <= (cnt2 == 15);
                    if(cnt2 == 15) begin
                        data_recived <= shift_reg;
                    end 
                end
            default: rx_busy <= 1'b0;
        endcase
    end
end
always_comb begin
    case(current_state)
        phy_design_params_pkg::IDLE: next_state = ((!Q1 && Q2)) ? phy_design_params_pkg::START : phy_design_params_pkg::IDLE;  
        phy_design_params_pkg::START:
            begin
                if ((cnt2 == 7) && (~Q1 && ~Q2 && ~Q3)) next_state = phy_design_params_pkg::DATA;
                else if ((cnt2 == 15) && !(~Q1 && ~Q2 && ~Q3)) next_state = phy_design_params_pkg::IDLE;
                else next_state = phy_design_params_pkg::START;  
            end
        phy_design_params_pkg::DATA: next_state = ((cnt2 == 15) && data_counter == 8) ? phy_design_params_pkg::STOP : phy_design_params_pkg::DATA;
        phy_design_params_pkg::STOP: 
            begin 
                if(!Q1 && Q2) next_state = phy_design_params_pkg::START;
                else if(cnt2 == 15) next_state = phy_design_params_pkg::IDLE;
                else next_state = phy_design_params_pkg::STOP;
            end  
        default: next_state = phy_design_params_pkg::IDLE;
    endcase
end
endmodule : rx_phy_fsm
[/design/flow/run.sh]
#!/bin/bash
# OpenROAD 26Q1-2900-gdf79404cd8, Yosys 0.63+post, stock flow scripts
make -C /OpenROAD-flow-scripts/flow DESIGN_CONFIG=/design/flow/config.mk WORK_HOME=/design/flow/orfs finish
[/design/flow/config.mk]
export PLATFORM = sky130hd
export DESIGN_NAME = rx_phy_fsm
export DESIGN_NICKNAME = rx_phy_fsm
export VERILOG_FILES = /design/flow/design.v
export SDC_FILE = /design/flow/constraint.sdc
export NUM_CORES = 4
export LEC_CHECK = 1
export CORE_UTILIZATION = 30
[/design/flow/constraint.sdc]
current_design rx_phy_fsm

set clk_period 5.2
set clk_io_pct 0.2

create_clock -name clk0 -period $clk_period [get_ports {sys_clk}]

set non_clock_inputs [all_inputs -no_clocks]
set_input_delay [expr $clk_period * $clk_io_pct] -clock clk0 $non_clock_inputs
set_output_delay [expr $clk_period * $clk_io_pct] -clock clk0 [all_outputs]
==> results.sh <==
# source this file to load flow results
export IMPL_warning_count=33
export IMPL_hold_path_class="flip-flop to flip-flop"
export IMPL_wl_per_cell_um=12.3
export IMPL_tightestPinTransition_ns=0.709
export IMPL_synth_chip_area_um2=1740
export IMPL_fp_util_pct=31.3
export IMPL_finalCriticalPeriod_ns=3.30
export IMPL_crit_end="shift_reg[0]$_DFFE_PN0P_"
export IMPL_path_clk_slew_ns=0.07
export IMPL_grt_pass1_vias=1228
export IMPL_tritoncts_num_buffers=5
export IMPL_async_reset_ff_share_pct=100
export IMPL_antenna_found_initial=0
export IMPL_cts_sinks=32
export IMPL_cts_tree="done"
export IMPL_final_layout_size_suffix_gt1_share_pct=11.7
export IMPL_grt_start_max_net_pins=33
export IMPL_grt_use_met2_pct=17.8
export IMPL_synthFlopType="dfrtp_1"
export IMPL_clk_insertion_delay_late_ns=0.28
export IMPL_hold_viol_final=0
export IMPL_cts_max_path_buffers=2
export IMPL_rr_endpoint="shift_reg[0]$_DFFE_PN0P_"
export IMPL_timing_max_cap_violations=0
export IMPL_yosys_warnings=1
export IMPL_cp_max_fo=10
export IMPL_max_freq_mhz=303
export IMPL_r2r_setup_slack_ns=1.90
export IMPL_gr_total_overflow=0
export IMPL_slew_viol_final=0
export IMPL_route_detailed_drc=0
export IMPL_dp_cells=252
export IMPL_status="completed"
export IMPL_dieArea_um2=6100
export IMPL_drt_initial_drc_count=55
export IMPL_period_used_pct=63.5
export IMPL_slew_limit_headroom_pct=52.6
export IMPL_syn2layout_area_growth_pct=17.4
export IMPL_layout_cells_non_filler=260
export IMPL_regToRegStartpoint="data_counter[0]$_DFFE_PN0P_"
export IMPL_synth_area_per_cell_um2=10.1
export IMPL_gp_congestion=0.836
export IMPL_grt_total_usage_pct=11.9
export IMPL_p_per_area_nw_per_um2=349
export IMPL_die_x_um=78.1
export IMPL_edf_count=0
export IMPL_synth_distinct_cells=41
export IMPL_rsz0062_at_grt="no"
export IMPL_gr_usage_met3_pct=2.36
export IMPL_post_cts_buffers=0
export IMPL_first_pass_iters=4
export IMPL_start_kind="flip-flop"
export IMPL_core_um2=5540
export IMPL_ys_cells=172
export IMPL_crit_type="flip-flop to flip-flop"
export IMPL_dpl_hpwl_um=2250
export IMPL_post_cts_resized=0
export IMPL_synth_area_um2=1740
export IMPL_seq_area_frac_synth_pct=46.2
export IMPL_dieHeight_um=78.1
export IMPL_hold_buffers=0
export IMPL_p_leak_nw=0.925
export IMPL_use_met1_pct=18.8
export IMPL_num_io_pins=13
export IMPL_grt_pass1_wl_um=5730
export IMPL_peakVddDrop_v=0.000190
export IMPL_portBuffers=12
export IMPL_grt_busiest_layer="met1"
export IMPL_r2r_cells=11
export IMPL_final_antenna_net_count=0
export IMPL_cts_root_buf="clkbuf_8"
export IMPL_yosys_register_bits=32
export IMPL_htreeDepth=2
export IMPL_rows=27
export IMPL_cp_data_required_time_ns=5.36
export IMPL_antennaDiodeCount=0
export IMPL_arrival_ns=3.47
export IMPL_syn_inst=172
export IMPL_tns_ns=0
export IMPL_dr_total_vias=1279
export IMPL_setup_viol=0
export IMPL_skew_ns=0.00822
export IMPL_vias_per_cell=4.92
export IMPL_drt_wl_total_um=3200
export IMPL_end_kind="flip-flop"
export IMPL_crit_path_start="data_counter[0]$_DFFE_PN0P_"
[Yosys cell counts (2+ instances only)]
master | instances | area, µm²
or4_1 | 2 | 15.0
nand3_1 | 5 | 25.0
xnor2_1 | 3 | 26.3
inv_1 | 11 | 41.3
mux2i_1 | 2 | 20.0
nor3_1 | 2 | 10.0
mux2_2 | 11 | 124
clkbuf_1 | 4 | 15.0
nand4_1 | 3 | 18.8
nor2b_1 | 5 | 31.3
nor2_1 | 3 | 11.3
dfrtp_1 | 31 | 776
nand2b_1 | 3 | 18.8
ha_1 | 11 | 138
a21oi_1 | 5 | 25.0
o21ai_0 | 23 | 115
o2111ai_1 | 3 | 26.3
nand2_1 | 18 | 67.6
o22ai_1 | 2 | 12.5
and3_1 | 3 | 18.8
a22o_1 | 2 | 17.5
[how the worst min path moves through the flow]
stage | to | depth (start not counted) | slack [ns] | start
4_1_cts | shift_reg[0]$_DFFE_PN0P_ | 1 | 0.50 | shift_reg[0]$_DFFE_PN0P_
6_report | shift_reg[7]$_DFFE_PN0P_ | 2 | 0.49 | shift_reg[7]$_DFFE_PN0P_
5_1_grt | shift_reg[4]$_DFFE_PN0P_ | 1 | 0.51 | shift_reg[4]$_DFFE_PN0P_
[through the flow]
step	hold WS (ns)	total power, W	setup WS [ns]	utilization (%)	area, µm²
detailed placement	0.485	0.000486	1.89	34.9	1930
finish	0.494	0.000711	1.90	36.8	2040
floorplan	0.425	0.000443	2.39	-	1740
CTS	0.502	0.000722	1.88	36.8	2040
global route	0.515	0.000768	1.63	36.8	2040
global placement	0.477	0.000485	1.91	34.9	1930
[critical path, stage by stage (launching register included)]
cell and delay, ns:
dfrtp_1 0.52, inv_1 0.19, ha_1 0.32, nand2b_1 0.21
nor3_1 0.11, nand2_1 0.09, and3_1 0.20, ha_1 0.24
and4b_1 0.39, nand4_1 0.17, or4_1 0.45, mux2_1 0.32
[layer usage]
layer  routed length, µm  share of wire [%]
met4                  40                1.2
met5                   0                  0
met3                  90                2.8
met1                1690                 53
met2                1380                 43
[cell families after synthesis]
family	synth area share [%]
AOI/OAI and AO/OA	16.1
xor gates and xnor gates	2.02
adders and majority gates	7.92
buffers and inverters	3.67
DFF	46.2
muxes	8.93
and+or+nand+nor	15.1
[cell type report]
cell class	instances	area (µm²)
timing repair buffer	13	128
tap	72	90.1
clock buffer	6	72.6
fill	552	3500
clock inverter	2	35.0
multi-input combinational	124	871
inverter	11	41.3
sequential	32	802
[power breakdown]
part           internal [W]  switching (W)  leakage, nW
logic             0.0000681      0.0000856        0.456
registers          0.000283      0.0000440        0.414
clock network      0.000142      0.0000882       0.0552
total              0.000493       0.000218        0.925
[cells in the final DEF, fill, tap and decap left out, types with 5 or more instances in the layout]
cell              n
dfrtp_1          31
o21ai_0          23
nand2_1          18
clkdlybuf4s50_1  12
inv_1            11
mux2_2           11
ha_1             11
nand3_1           5
nor2b_1           5
a21oi_1           5
clkbuf_8          5
Power is estimated from default activity; no workload was simulated.
