`flow/design.v`:
```
module clock_divider32#(parameter int div_by = 31250)(
    input logic sys_clk,
    input logic reset_n,
    output logic clk_32
);
logic [15:0] count;  
always_ff @(posedge sys_clk or negedge reset_n) begin
    if(!reset_n) begin
        count <= 0;
        clk_32 <= 0;
    end else begin
        if(count == (div_by/1)-1) begin
            clk_32 <= 1;
            count <= 0;
        end else begin
            count++;
            clk_32 <= 0;
        end
    end
end
endmodule
module seven_segment(
    input logic system_clock, 
    input logic cpu_rst_n,
    input logic [31:0] display_val,
    output logic [6:0] cathodes_out, 
    output logic [7:0] anodes
);
logic [3:0] digit_display;
clock_divider32 clk_div3200(.sys_clk(system_clock), .reset_n(cpu_rst_n), .clk_32(clock_enable));
always @(posedge system_clock or negedge cpu_rst_n) begin
    if(!cpu_rst_n) anodes <= 8'b0111_1111;
    else if (clock_enable) anodes <= {anodes[0], anodes[7:1]};
    else anodes <= anodes;
end
always_comb begin
    case(anodes) 
        'b0111_1111: digit_display = display_val[31:28];    
        'b1011_1111: digit_display = display_val[27:24];    
        'b1101_1111: digit_display = display_val[23:20];    
        'b1110_1111: digit_display = display_val[19:16];    
        'b1111_0111: digit_display = display_val[15:12];    
        'b1111_1011: digit_display = display_val[11:8];    
        'b1111_1101: digit_display = display_val[7:4];    
        'b1111_1110: digit_display = display_val[3:0];    
        default : digit_display = display_val[31:28];
    endcase
end
always_comb begin
    case (digit_display)
        'd0: cathodes_out = 'b000_0001;  
        'd1: cathodes_out = 'b100_1111;  
        'd2: cathodes_out = 'b001_0010;  
        'd3: cathodes_out = 'b000_0110;  
        'd4: cathodes_out = 'b100_1100;  
        'd5: cathodes_out = 'b010_0100;  
        'd6: cathodes_out = 'b010_0000;  
        'd7: cathodes_out = 'b000_1111;  
        'd8: cathodes_out = 'b000_0000;  
        'd9: cathodes_out = 'b000_0100;  
        'd10: cathodes_out = 'b000_1000;  
        'd11: cathodes_out = 'b110_0000;  
        'd12: cathodes_out = 'b011_0001;  
        'd13: cathodes_out = 'b100_0010;  
        'd14: cathodes_out = 'b011_0000;  
        'd15: cathodes_out = 'b011_1000;  
        default: cathodes_out = 'b000_0001;  
    endcase
end 
endmodule
```
`flow/run.sh`:
```
#!/bin/bash
# OpenROAD 26Q1-2900-gdf79404cd8, Yosys 0.63+post, stock flow scripts
make -C /OpenROAD-flow-scripts/flow DESIGN_CONFIG=/design/flow/config.mk WORK_HOME=/design/flow/orfs finish
```
`flow/config.mk`:
```
export PLATFORM = sky130hd
export DESIGN_NAME = seven_segment
export DESIGN_NICKNAME = seven_segment
export VERILOG_FILES = /design/flow/design.v
export SDC_FILE = /design/flow/constraint.sdc
export NUM_CORES = 4
export LEC_CHECK = 1
export CORE_AREA = 10 10 112 112
export DIE_AREA = 0 0 122 122
```
`flow/constraint.sdc`:
```
current_design seven_segment

set clk_period 5.2
set clk_io_pct 0.2

create_clock -name clk0 -period $clk_period [get_ports {system_clock}]

set non_clock_inputs [all_inputs -no_clocks]
set_input_delay [expr $clk_period * $clk_io_pct] -clock clk0 $non_clock_inputs
set_output_delay [expr $clk_period * $clk_io_pct] -clock clk0 [all_outputs]
```
==> impl_metrics.ini <==
; yosys + openroad results
[sta]
fin_crit_sh_pct = 92.9
worstMarginPinSlew_ps = 669
timing_hold_violations_final = 0
setup_tns_ps = 0
setup_viol = 0
slew_violations = 0
rsz0062_at_grt = false
finalCriticalPeriod_ps = 4830
slew_headroom_pct = 55.2
max_freq_mhz = 207
fin_skew_ps = 2.61

[floorplanning]
die_h_um = 122
design.core.area_mm2 = 0.0102
fp_util_pct = 17.6
row_count = 37
die_w_um = 122
die-area_mm2 = 0.0149
io_pins = 49

[detailed_routing]
wl_met2_um = 2070
dr.first_iter.drc_count = 93
vias = 1452
wl_met1_um = 2470
antennaDiodeCount = 0
wirelength_um = 4940
met3_length_um = 400
viasPerCell = 4.08
dr.pass1.iters = 4
maxUsedRoutingLayer = met4
ant_nets = 0
drc = 0
avgRoutedWirePerCell_um = 13.9

[clocking]
clockBufferDepth = 2
cts_sinks = 25
cts_resized = 0
cts_buffers = 3
cts-root-buf = clkbuf_8
path_clk_slew_ps = 80
cts_tree = yes
htree_levels = 1
worstSkewPairLatency_ps = 260
post-cts-setup-buffers = 0
cts_hold_buf = 0

[global_routing]
grt_antenna_before_repair = 0
grt_usage_pct = 6.70
grt_pass1_wl_um = 8090
grt_pass1_vias = 1454
grt_max_degree = 26
grt_overflow = 0

[synth]
yosys-top-cells-area = dfrtp_1, dfstp_2, mux2_2, ha_1, xnor2_1
netlist_area_mm2 = 0.00180
synth_cells = 171
yosys_area_mm2 = 0.00180
ys_seq_share_pct = 35.2
ys_cells = 171
yosys_register_bits = 25
synth_top_cell_by_area = dfrtp_1
syn_avg_cell_area_um2 = 10.5
yosysWarnings = 3
synthSimpleGateAreaFrac_pct = 27.7
synth_top_area_share_pct = 25.0
xor_share_pct = 6.81
ys_async_sr_fraction_pct = 100
logic_family = simple AND/OR/NAND/NOR gates
synthAoiAreaFrac_pct = 8.62
synth_cell_types = 50
synth-main-ff-cell = dfrtp_1
adder_share_pct = 5.56
synth-edff-count = 0
ys_sh_mux_pct = 12.3

[finish]
seqCellArea_um2 = 634
utilization_pct = 24.1
num-fill-cells = 1078
syn_to_final_growth_pct = 37.0
final-instance-count-excl-fill = 356
mi_logic_area_mm2 = 0.00110
drive_gt1_share_pct = 18.6
layout_top_cells = clkdlybuf4s50_1, dfrtp_1, nor2_1
lay_top_count = clkdlybuf4s50_1
fin_area_mm2 = 0.00247

[placed_design]
place_area_mm2 = 0.00242
dpl.hpwl_um = 3840
dp_cells = 352
numPortBuffers = 48
gp_congestion = 0.876

[worst_setup_path]
worstPathRequired_ps = 4160
reg2reg_to = clk_div3200.count[14]
cp-start-kind = flop
reg2reg_slack_ps = 3420
path_class = reg -> out
end_kind = primary output
r2r_cells = 6
r2r_start = clk_div3200.count[1]
cp_data_arrival_time_ps = 3790
crit_fanout = 10

[worst_hold_path]
hold_path_class = reg -> reg
worstHoldStart = clk_div3200.count[15]
min_to = clk_div3200.count[15]
hold_depth = 1

[run_status]
status = complete, no violations

[power_and_ir_drop]
power_density_mw_per_mm2 = 148
irDropWorstVdd_mv = 0.134
power_w = 0.000365
leakage_nw = 0.980

[job]
warnings = 30
cap_viol_max_count = 0
[cells by family (layout without fill, tap and decap cells)]
group	count (synthesis)	after routing
flops	25	25
fa+ha+maj	8	8
mux	18	18
xor+xnor	14	14
compound gates	20	20
simple gates	74	74
buf+inv	12	61
[state kept, by name, summed over array words and instances (netlist names)]
register and cells:
anodes 8, clk_div3200.count 16, clk_div3200.clk_32 1
[power by group]
group,switching (W),total [W],internal [W]
logic,0.0000195,0.0000604,0.0000409
clock network,0.0000569,0.000110,0.0000534
registers,0,0.000195,0.000195
[area by class of cell]
type,instances,share of cell area [%]
clock buffers,3,1.67
repair buffers,49,19.8
multi-input cells,134,44.5
flip-flops and latches,25,25.7
clock inverters,1,0.203
inverters,8,1.22
well taps,136,6.90
[worst max path at each step]
stage | startpoint | to | slack (ps)
finish | anodes[5] | cathodes_out[3] | 370
global route | anodes[5] | cathodes_out[3] | 170
CTS | anodes[5] | cathodes_out[3] | 350
[synth_stat cells, types with 2 or more instances]
| cell | count |
|---|---|
| xor2_1 | 4 |
| nor4b_1 | 2 |
| and4b_1 | 3 |
| ha_1 | 8 |
| nand3_1 | 11 |
| nor3b_1 | 3 |
| and4_1 | 2 |
| and4bb_4 | 2 |
| o2bb2ai_1 | 2 |
| nor3_1 | 2 |
| buf_6 | 3 |
| nand2_1 | 9 |
| a211oi_1 | 3 |
| and3_1 | 8 |
| nor2_1 | 13 |
| mux2i_1 | 3 |
| dfrtp_1 | 18 |
| xnor2_1 | 10 |
| and2_4 | 2 |
| inv_1 | 7 |
| nand4_1 | 3 |
| mux2_4 | 3 |
| a22oi_1 | 8 |
| mux2_2 | 10 |
| dfstp_2 | 7 |
[critical path: stages, from the launching register on]
cell             delay [ps]
dfstp_2                 610
and4_1                  510
and4bb_4                380
nor3_4                   60
nand3_4                 150
mux2i_1                 520
inv_1                   140
ha_1                    270
mux4_2                  470
clkdlybuf4s50_1         430
[routing by layer]
layer / global-route usage (%) / up-vias
met5: 0 / -
met4: 0.0745 / 0
met3: 1.64 / 2
met2: 10.1 / 49
met1: 10.1 / 675
li1: - / 726
[per-stage QoR]
stage          hold WS, ps  setup WS [ps]
3_5_place_dp           458            429
5_1_grt                497            168
4_1_cts                478            355
6_report               476            368
2_1_floorplan          443           1550
3_3_place_gp           467            474
