## flow/config.mk

```make
export PLATFORM = sky130hd
export DESIGN_NAME = user_interface
export DESIGN_NICKNAME = user_interface
export VERILOG_FILES = /design/flow/design.v
export SDC_FILE = /design/flow/constraint.sdc
export NUM_CORES = 4
export LEC_CHECK = 1
export CORE_UTILIZATION = 30
```

## flow/design.v

```verilog
module user_interface(
    input logic sys_clk,
    input logic rst_n,
    input logic up_btn,
    input logic down_btn,
    input logic left_btn,
    input logic right_btn,
    input logic [23:0] rgb_msg,
    input logic rgb_valid,
    input logic [7:0] led_msg,
    input logic led_valid,
    output logic [7:0] leds_array,
    output [31:0] RGB_DISP
);
logic [7:0] r_temp;
logic [7:0] g_temp;
logic [7:0] b_temp;
logic [7:0] l_temp;
assign RGB_DISP = {l_temp, r_temp, g_temp, b_temp};
logic [1:0] val_ptr;
always_ff @(posedge sys_clk or negedge rst_n) begin
if (!rst_n) begin
    r_temp <= 'd0;
    g_temp <= 'd0;
    b_temp <= 'd0;
    l_temp <= 'b01;
    val_ptr <= 'd0;
    leds_array <= 8'b0000_0011;
end else begin
    if(rgb_valid) begin
        r_temp <= rgb_msg[23:16];
        g_temp <= rgb_msg[15:8];
        b_temp <= rgb_msg[7:0];
    end else if(led_valid) begin
    case(led_msg)
        16: l_temp <= 'h01;
        17: l_temp <= 'h02;
        default: l_temp <= 'h01;
    endcase
    end
    else begin
        if (left_btn && val_ptr < 3) val_ptr <= val_ptr + 1;
        if (right_btn && val_ptr > 0) val_ptr <= val_ptr - 1;
        unique case(val_ptr)
            0:  
            begin 
                leds_array <= 8'b0000_0011;
                if (up_btn && b_temp < 255) b_temp <= b_temp + 1;
                if (down_btn && b_temp > 0) b_temp <= b_temp - 1;
            end
            1:  
            begin
                leds_array <= 8'b0000_1100;
                if (up_btn && g_temp < 255) g_temp <= g_temp + 1;
                if (down_btn && g_temp > 0) g_temp <= g_temp - 1;
            end
            2:  
            begin
                leds_array <= 8'b0011_0000;
                if (up_btn && r_temp < 255) r_temp <= r_temp + 1;
                if (down_btn && r_temp > 0) r_temp <= r_temp - 1;
            end
            3:  
            begin
                leds_array <= 8'b1100_0000; 
                if (up_btn && l_temp < 'h02) l_temp <= l_temp + 1;
                if (down_btn && l_temp > 'h01) l_temp <= l_temp - 1;
            end
            default: 
            begin
                leds_array <= 8'b0000_0011;
                if (up_btn && b_temp < 255) b_temp <= b_temp + 1;
                if (down_btn && b_temp > 0) b_temp <= b_temp - 1;
            end
        endcase
    end
end
end
endmodule
```

## flow/constraint.sdc

```tcl
current_design user_interface

set clk_period 4.1
set clk_io_pct 0.2

create_clock -name clk0 -period $clk_period [get_ports {sys_clk}]

set non_clock_inputs [all_inputs -no_clocks]
set_input_delay [expr $clk_period * $clk_io_pct] -clock clk0 $non_clock_inputs
set_output_delay [expr $clk_period * $clk_io_pct] -clock clk0 [all_outputs]
```

## flow/run.sh

```bash
#!/bin/bash
# OpenROAD 26Q1-2900-gdf79404cd8, Yosys 0.63+post, stock flow scripts
make -C /OpenROAD-flow-scripts/flow DESIGN_CONFIG=/design/flow/config.mk WORK_HOME=/design/flow/orfs finish
```

==> run summary <==
The full implementation flow was run.

By area, the combinational part of the netlist is dominated by simple AND/OR/NAND/NOR gates. By startpoint and endpoint, the worst setup path is classified as in -> reg. Endpoints failing hold in the final report were tallied at 0.

The buffer levels on the longest clock path stands at 2. At the end of the flow the core is filled with cells to a little over two fifths. The worst VDD IR drop from the latest analysis is about 170 uV. Clock tree synthesis found a total of 38 sinks.

The run finished with clean final reports. The final total negative setup slack stands at 0 ns. The overall global routing resource usage stands at between 10% and 20%. The final timing report gives a worst setup slack of around 0.94 ns. The data required time of the critical path stands at 4.30 ns. Including well taps, the total number of placed cells is 531. The finished layout holds 538 standard cells, fillers aside. The power spent charging and discharging nets stands at just under 0.7 mW. The post-synthesis sequential area ratio stands at between 30% and 40%. The quantity of hold-fixing buffers added after cts stands at 0. The number of enable flip-flop cells stands at 0. The smallest hold slack stands at 0.529 ns. Looking at the clock tree report, the H-tree level count equals 2. Internal power comes to between 1 and 1.5 mW. After floorplanning, the core was sized to cover approximately 9400 um2. The detailed placer's ending HPWL stands at about 5500 um.

The synthesized area per cell stands at 8.90 um2. The detail route stage leaves a number of antenna-violating nets equal to 0. The layout-stage area growth over the synthesis result stands at 33.9%.

The worst setup path is launched from a primary input. The initial antenna violation count was 0. For the pin with the worst max-slew slack, the measured transition is around 0.82 ns.

For this run, design rule violations remaining after detail routing come to 0. The combinational share of power stands at 50.7%. The count of port buffers added during placement stands at ~80.

For this run, asynchronously set or reset flops after synthesis account for roughly 100%. The number of warnings the tools reported stands at 30. In this run the worst path has a maximum fanout of 7. Using the TritonRoute via totals, the vias-per-cell ratio works out to 5.06.

The cell-mix breakdown from Yosys lists the adder-cell area share as roughly 13%. The synthesized netlist occupies a cell area of ~3000 um2. For this run, the top clock speed supported by timing is approximately 320 MHz. The post-placement cell area is 3850 um2. The setup slack on the worst flop-to-flop path stands at between 1 and 1.5 ns.

The analysis attributes to cell leakage a power of ~1.6 nW. The total count of max-transition violations in the final report stands at 0. The arrival time at the worst endpoint stands at roughly 3.4 ns. The chip area stands at 10200 um2. Cells with a size suffix above 1 make up between 6 and 7% of the layout. In this run, distinct cell masters in the synthesized netlist total approximately 50. The power after layout stands at 1.85 mW.

Setup repair after global routing left no endpoint under its margin. After detailed routing, the total wire length is between 7000 and 8000 um. The synthesized netlist handed to floorplanning was reported with a cell count of around 330. The number of clock buffers inserted by TritonCTS stands at 5. The part of the total power dissipated in the clock network stands at between 10% and 20%.

The initial cell density of the core stands at around a third. Timing analysis after detailed placement gives a worst setup slack of 0.645 ns. The register bit count reported by yosys stands at 38. The number of antenna repair diodes stands at 0. Clock-pin slew was measured on the worst setup and hold paths at roughly 0.080 ns. After Yosys synthesis, AND-OR and OR-AND compound gates account for about a fifth of the synthesized area.

The setup-violating endpoint count in the final report stands at 0. STA classifies the critical path endpoint as a flip-flop. The portion of netlist area occupied by mux cells stands at 5.28%. The vertical extent of the die stands at 101 um.

The final report gives the standard cell area, fillers excluded, as a little under 4000 um2. The area of the synthesized netlist per yosys stat stands at roughly 2900 um2. For reference, the placement row count at floorplan is 35.

For this run, the leading register cell type out of synthesis is dfrtp_1. The worst slew margin relative to its limit stands at 44.8%. For the worst-skew pair, the clock arrives at the later sink with an insertion delay of between 0.2 and 0.3 ns.

The area fraction in and, or, nand and nor cells stands at between 20 and 25%. The number of max-cap violations stands at 0. According to the report, the first pass of detailed routing completed in 4 iterations.

Clock tree synthesis selected as its root buffer the cell clkbuf_8. The weighted congestion at the end of routability-driven global placement stands at approximately 0.83. The report lists the number of cells resized after CTS as 0. For this design the top-level I/O count stands at about 80. The number of global-route vias before repair came to 2607.

Per the breakdown, switching nets consume around 37% of all power. The yosys cell count stands at ~330. The first global-routing pass estimated between 10000 and 15000 um of wire. The type recorded for the worst min-delay path is reg -> reg. Detailed-route iteration 0 reported a violation count of about 86. In this run the post-CTS setup repair buffer count came out at 0. The script computed a power per unit cell area of 469 nW/um2. After global routing the overflow that remains totals 0. The routed wirelength normalized by instance count stands at about 14 um. Across all layers, the routed design uses approximately 2700 vias.

Entering global routing, the biggest net connects 39 pins. Across the routed clock network, the largest skew measured is around 0.0029 ns. The clock period minus worst slack stands at about 3.2 ns. The horizontal die dimension stands at about 100 um. The worst path uses between 70% and 80% of the clock period. The xor and xnor area share after synthesis stands at about 4.5%. The number of warnings reported in the yosys synthesis log stands at 1. Per report_power, the sequential group accounts for approximately a third of the total. TritonCTS built the clock tree.
final cells by class:
cell class | count | area, um2
fill | 936 | 5440
timing repair buffer | 82 | 808
tap | 129 | 161
clock buffer | 7 | 86.3
sequential | 38 | 953
multi-input combinational | 260 | 1840
inverter | 22 | 82.6
state kept, by name (all words and copies together), names as in the netlist:
name / cells
val_ptr: 2
b_temp: 8
leds_array: 4
l_temp: 8
r_temp: 8
g_temp: 8
worst paths after layout:
kind	cells past startpoint	from	end
max	10	down_btn	b_temp[6]
min	2	leds_array[3]	leds_array[3]
max reg2reg	10	b_temp[4]	b_temp[6]
min reg2reg	2	leds_array[3]	leds_array[3]
max in group asynchronous	2	rst_n	leds_array[1]
min in group asynchronous	2	rst_n	r_temp[5]
critical path, stage by stage:
cell	delay, ns
clkdlybuf4s50_1	0.70
o21ai_0	0.28
inv_1	0.24
ha_1	0.30
nor2b_1	0.16
o21ai_0	0.20
a21oi_1	0.12
o21a_1	0.19
o21a_1	0.16
o31ai_1	0.18
cell usage in the layout (no fill, tap or decap), drive strengths merged, types with 8 or more instances in the layout:
cell type	netlist	layout
xnor2	8	8
nor2	21	21
a221o	8	8
nand4	11	11
dfrtp	36	36
nor3	13	13
clkdlybuf4s50	0	78
nand2	31	31
a21oi	16	16
mux2i	11	11
ha	25	25
o21ai	27	27
inv	21	21
power by group through the flow:
stage	sequential (mW)	combinational [mW]	clock, mW
finish	0.637	0.935	0.273
global route	0.662	1.06	0.294
CTS	0.640	0.941	0.283
logic make-up after synthesis:
| family | Yosys count |
|---|---|
| xor gates and xnor gates | 15 |
| DFF | 38 |
| buffers and inverters | 32 |
| muxes | 15 |
| adders and majority gates | 28 |
| AOI/OAI and AO/OA | 85 |
| and+or+nand+nor | 117 |
Yosys cell counts, drive strengths merged, types with 3 or more instances:
cell type | n | share of area, %
dfrtp | 36 | 31
or4 | 4 | 1.2
or3 | 4 | 0.89
nor2 | 21 | 2.7
a221o | 8 | 2.7
o21a | 5 | 1.3
fa | 3 | 2.0
o21ai | 27 | 4.6
clkbuf | 5 | 0.64
nor2b | 7 | 1.5
a21o | 3 | 0.77
nand2 | 31 | 4.0
a22oi | 5 | 1.3
inv | 21 | 2.7
buf | 5 | 1.4
a21boi | 3 | 0.89
nand2b | 4 | 0.85
mux2 | 4 | 1.5
ha | 25 | 11
a21oi | 16 | 2.7
nor4 | 5 | 1.1
mux2i | 11 | 3.7
nand3 | 4 | 0.68
nand4 | 11 | 2.3
a31oi | 7 | 1.7
xor2 | 7 | 2.1
or2 | 4 | 0.85
xnor2 | 8 | 2.4
nor3 | 13 | 2.2
layer usage:
metal,part of all wire (%),wire length [um],global-route usage [%],up-vias
li1,-,-,-,1372
met1,50,3700,23.2,1282
met2,45,3310,25.0,62
met3,4.6,342,2.12,5
met4,0.49,36,1.00,0
met5,0,0,0,-
Power is estimated from default activity; no workload was simulated.
